===== flow/design.v =====
module para_adder
    #(parameter WIDTH = 32)
(
    input  wire [WIDTH-1:0] a_in,
    input  wire [WIDTH-1:0] b_in,
    input  wire             c_in,     
    output wire [WIDTH-1:0] sum_out,
    output wire             c_out      
);
    assign {c_out, sum_out} = a_in + b_in + c_in;
endmodule

===== flow/run.sh =====
#!/bin/bash
# OpenROAD 26Q1-2900-gdf79404cd8, Yosys 0.63+post, stock flow scripts
make -C /OpenROAD-flow-scripts/flow DESIGN_CONFIG=/design/flow/config.mk WORK_HOME=/design/flow/orfs finish

===== flow/config.mk =====
export PLATFORM = sky130hd
export DESIGN_NAME = para_adder
export DESIGN_NICKNAME = para_adder
export VERILOG_FILES = /design/flow/design.v
export SDC_FILE = /design/flow/constraint.sdc
export NUM_CORES = 4
export LEC_CHECK = 1
export CORE_AREA = 10 10 111 111
export DIE_AREA = 0 0 121 121

===== flow/constraint.sdc =====
current_design para_adder

set clk_period 18.8
set clk_io_pct 0.2

create_clock -name clk0 -period $clk_period

set non_clock_inputs [all_inputs -no_clocks]
set_input_delay [expr $clk_period * $clk_io_pct] -clock clk0 $non_clock_inputs
set_output_delay [expr $clk_period * $clk_io_pct] -clock clk0 [all_outputs]

==> summary.txt <==
fresh numbers from the pnr run: CP Data Arrival Time 7.08 ns, layout filler cell count 1046, design area 2960 µm², CP endpoint sum_out[28], Syn Area/Cell 7.16 µm², Slew @ Worst Pin 0.761 ns, crit-path cells clkdlybuf4s50_1, fa_1, fa_1, a21oi_1, o32ai_1, o211ai_2, a21o_1, o21ai_2, a21o_1, a311oi_1, clkdlybuf4s50_1, pwr dens 36.7 nW/µm², DR DRC count 0, Largest stage delay, worst path 0.52 ns, Max-Slew Margin vs Limit 0.486, MI comb area 1780 µm², RD Place Congestion 0.887, cell family with most CP delay AND-OR/OR-AND gates, setup repair bufs after CTS 0, status completed, Die Y 121 µm, TNS Setup 0 ns, Resized cells post-CTS 0, row count 36, largest area contributor in the netlist ha_1, final worst-path cycle share 0.576, # Cells Yosys 259, RSZ-0062 raised after global routing false, Tmin final 10.84 ns, Seq cells 0, DIE AREA 14600 µm², Unique cell types 52, HPWL Detailed 6130 µm, cell leakage power 1.21 nW, count of input and output buffers 98, CP bufs+invs 2, Area Growth Syn to Fin 59.4%, Area leader share 0.209, tool warnings 32, top-count cell post-synth a21oi_1, Die X 121 µm, floorplan utilization 0.188, Chip Area, Yosys 1850 µm², FMAX 92.3 MHz, final wirelength 6790 µm, Slew Viols, Final 0, initial antenna violation count 0, Setup CP Type in -> out, cell depth of the worst setup path 11, biggest area cells ha_1 21%, a21oi_1 9.2%, xor2_1 7.1%, Final Hold Fails 0, slowest CP cell clkdlybuf4s50_1, CORE AREA 9860 µm², n_diodes 0, post-route ant nets 0, DR vias/cell 4.65, required time of the critical path 15.04 ns, maximum VDD drop 0.0164 mV, layout cells sized above 1 0.0313, DR vias 2254, Crit. Startpoint a_in[0], yosys warning tally 0, register area share after synthesis 0, Tightest Hold Check Type in -> out, Post-Syn Instances 259, largest net degree at the start of global routing 13, hold buffers post-CTS 0, final setup fails 0, first-pass GRT wire length 11000 µm, Flop area 0 µm², Worst setup EP type output pin, clkbuf count 0, Post-Place Cell Area 2960 µm², mapped cell area 1850 µm², Commonest cells post-synth 34 x a21oi_1, 31 x ha_1, 23 x nand2_1, number of global-route vias before repair 2263, Initial DRT Pass Iterations 4, GRT Util Overall 0.0895, critical path launch point type input port, total grt overflow 0, max cap viols 0, # IOs 98, post-DR wirelength/cell 14.0 µm, Initial DRC Count 135, Final Power 0.000108 W, crit path max fanout 4
-- final cells by class --
type | instances | area share
multi-input cells | 247 | 0.603
well taps | 133 | 0.0563
inverters | 7 | 0.00889
repair buffers | 98 | 0.332
-- routing by layer --
layer  share of wire  GRT usage  vias up  routed length (µm)
li1                -          -     1179                   -
met1            0.48      0.126      984                3270
met5               0          0        -                   0
met4          0.0060    0.00528        0                  41
met3           0.083     0.0217        2                 567
met2            0.43      0.140       89                2910
-- worst min path at each step --
| stage | slack, ns | cells after the start | startpoint | end |
|---|---|---|---|---|
| 4_1_cts | 8.62 | 3 | c_in | sum_out[0] |
| 5_1_grt | 8.63 | 3 | c_in | sum_out[0] |
| 6_report | 8.60 | 3 | c_in | sum_out[0] |
-- cell usage in the layout (no fill, tap or decap), drive strengths merged, types with 2 or more instances in the layout --
cell / netlist / layout
a21oi: 34 / 34
nor3: 7 / 7
a2111oi: 3 / 3
and3: 4 / 4
or3: 5 / 5
o31ai: 3 / 3
a21boi: 2 / 2
nor2: 20 / 20
o21bai: 6 / 6
ha: 31 / 31
clkdlybuf4s50: 0 / 98
o21ai: 21 / 21
inv: 6 / 6
nand4: 9 / 9
a21o: 13 / 13
nand2: 25 / 25
o21a: 4 / 4
o211ai: 5 / 5
fa: 2 / 2
xor2: 15 / 15
a211o: 3 / 3
nand3: 5 / 5
a211oi: 6 / 6
xnor2: 10 / 10
-- power breakdown --
part / leakage, nW / internal [W] / total, W / switching (W)
logic: 1.21 / 0.0000630 / 0.000108 / 0.0000455
clock network: 0 / 0 / 0 / 0
registers: 0 / 0 / 0 / 0
-- logic make-up (layout without fill, tap and decap cells) --
| logic type | after synthesis | after routing | share of synthesized area |
|---|---|---|---|
| multiplexers | 1 | 1 | 0.00540 |
| AND-OR/OR-AND | 105 | 105 | 0.379 |
| buffers and inverters | 12 | 105 | 0.0385 |
| AND/OR/NAND/NOR | 83 | 83 | 0.229 |
| adder cells (fa/ha/maj) | 33 | 33 | 0.231 |
| XOR/XNOR | 25 | 25 | 0.118 |
-- metrics by stage --
step | hold WS, ns | worst slack, ns | util | std cells
after floorplan | 7.62 | 9.15 | - | 259
after global placement | 8.62 | 8.00 | 0.300 | 485
after detailed placement | 8.62 | 7.94 | 0.300 | 485
after CTS | 8.62 | 7.92 | 0.300 | 485
after global routing | 8.63 | 7.76 | 0.300 | 485
final | 8.60 | 7.96 | 0.300 | 485
No activity file was given, so power comes from the tool's default toggle rates.
